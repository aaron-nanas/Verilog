## flow/config.mk

```make
export PLATFORM = sky130hd
export DESIGN_NAME = COUNTER_TOP
export DESIGN_NICKNAME = COUNTER_TOP
export VERILOG_FILES = /design/flow/design.v
export SDC_FILE = /design/flow/constraint.sdc
export NUM_CORES = 4
export LEC_CHECK = 1
export CORE_AREA = 10 10 77 77
export DIE_AREA = 0 0 87 87
```

## flow/constraint.sdc

```tcl
current_design COUNTER_TOP

set clk_period 1.0
set clk_io_pct 0.2

create_clock -name clk0 -period $clk_period [get_ports {CLK}]

set non_clock_inputs [all_inputs -no_clocks]
set_input_delay [expr $clk_period * $clk_io_pct] -clock clk0 $non_clock_inputs
set_output_delay [expr $clk_period * $clk_io_pct] -clock clk0 [all_outputs]
```

## flow/design.v

```verilog
`timescale 1ns / 1ps
module COUNTER_AASD(CLK, RESET_BTN, OUT);
    input CLK, RESET_BTN;
    output reg OUT;
    reg RESET_BTN1;
    always @(posedge CLK or negedge RESET_BTN)
        if (!RESET_BTN) begin  
            RESET_BTN1 <= 1'b0;
            OUT <= 1'b0;
        end else begin
            RESET_BTN1 <= 1'b1;
            OUT <= RESET_BTN1;
        end         
endmodule
`timescale 1ns / 1ps
module COUNTER_TOP (CLK, RESET, ENA, LOAD, DATA, COUNT);
    input CLK, RESET, ENA, LOAD;
    input wire [7:0] DATA;
    output wire [7:0] COUNT;
    wire w_RESET;
    COUNTER_UP      COUNTER1 (.CLK(CLK), .RESET(w_RESET), .ENA(ENA), .LOAD(LOAD), .DATA(DATA), .COUNT(COUNT));
    COUNTER_AASD    COUNTER2 (.CLK(CLK), .RESET_BTN(RESET), .OUT(w_RESET));
endmodule
`timescale 1ns / 1ps
module COUNTER_UP (CLK, RESET, ENA, LOAD, DATA, COUNT);
    input CLK, RESET, ENA, LOAD;
    input wire [7:0] DATA;
    output reg [7:0] COUNT;
always @(posedge CLK or negedge RESET) begin
    if (!RESET)   
        COUNT <= 0;
    else if (!ENA)  
        COUNT <= COUNT;  
    else if (ENA == 1) begin
        if (LOAD == 1) begin
            COUNT <= DATA;
        end
    else if (COUNT >= 2**(8))
        COUNT <= 0;
    else
        COUNT <= COUNT + 1;
    end
end
endmodule
```

## flow/run.sh

```bash
#!/bin/bash
# OpenROAD 26Q1-2900-gdf79404cd8, Yosys 0.63+post, stock flow scripts
make -C /OpenROAD-flow-scripts/flow DESIGN_CONFIG=/design/flow/config.mk WORK_HOME=/design/flow/orfs finish
```

==> reports/metrics.yaml <==
yosys:
  edf_count: 0
  simple_gate_share_pct: 23.49
  ys_cells: 59
  ys_warn_count: 2
  syn_inst: 59
  postSynthAreaPerCell_um2: 9.479
  ys_top_logic_family: "simple AND/OR/NAND/NOR gates"
  common_cells: "10 x dfrtp_1, 6 x a21oi_1, 5 x nand2_1, 5 x nand3_1"
  synthAdderAreaFrac_pct: 2.237
  synth_cell_type_count: 24
  synthAoiAreaFrac_pct: 16.11
  top_cells_by_area: "dfrtp_1 45%, mux2i_1 7.2%, a21oi_1 5.4%"
  ys_chip_area_um2: 559.3
  ys_seq_share_pct: 44.74
  yosysMostFrequentCell: "dfrtp_1"
  synth_top_area_share_pct: 44.74
  async_flop_share_pct: 100.0
  ys_ff: 10
  ys.flop_type: "dfrtp_1"
  mux_share_pct: 7.159
  largest_area_cell: "dfrtp_1"
  netlist_area_um2: 559.3
  synthXorXnorAreaFrac_pct: 0
grt:
  grt_pass1_wl_mm: 3.160
  grt_pass1_vias: 685
  gr-usage-all-layers_pct: 5.114
  overflow: 0
  antenna_found_initial: 0
  grt_max_degree: 16
clock_tree:
  tritoncts: "done"
  h-tree-depth: 1
  path_clk_slew_ps: 40
  cts_buffer_depth: 2
  numCtsBuffers: 3
  cts.sink_count: 10
  clock_tree.root_cell: "clkbuf_8"
  clock_latency_ps: 230
route:
  drc: 0
  ant_nets: 0
  finalWirelength_mm: 1.974
  wl_per_cell_um: 12.49
  detail_route.vias_per_cell: 3.937
  dr.pass1.iters: 4
  vias: 622
  drt_iter0_drc: 10
  insertedDiodeCount: 0
setup_path:
  endpoint_kind: "flop"
  crit_cells: 5
  arrival_ps: 1400
  critPathTopFamily: "simple AND/OR/NAND/NOR gates"
  cpMaxStageDelayCell: "dfrtp_1"
  cp_cell_sequence: "buf_6 > ha_4 > nand2_4 > o211ai_1 > or3b_1"
  reg2reg_depth: 5
  crit_type: "flop to flop"
  max_stage_delay_ps: 370
  worst-path-buf-inv: 1
  cp-start-kind: "flop"
  critPathMaxFanout: 3
  cp.required_ps: 1100
power_and_ir_drop:
  power.density_mw_per_mm2: 1529
  power.switching_mw: 0.4738
  clock_power_share_pct: 23.3
  p_leak_nw: 0.5020
  pwr-share-comb_pct: 46.1
  pwr-share-seq_pct: 30.5
  sw_frac_of_total_pct: 27.97
  p_int_mw: 1.220
  peakVddDrop_v: 0.0006292
timing:
  finalSetupViolations: 10
  max_clock_freq_mhz: 772.8
  timing.final.ws_setup_ps: -293.9
  hold_viol: 0
  final.setup.tns_ps: -1874
  period_needed_ps: 1294
  whs_ps: 132.5
  skew_ps: 1.837
  slew_viol_final: 0
  period_used_pct: 129.4
  rsz0062_at_grt: "yes"
job:
  max-cap-violations: 0
  warnings: 28
die:
  dieWidth_um: 87
  die_h_um: 87
  core_mm2: 0.004354
  ios: 20
  die_area_mm2: 0.007569
  num_rows: 24
  fp_util_pct: 12.84
status:
  violations: "setup timing"
  status: "complete, but fails checks"
placed_design:
  dp_hpwl_mm: 1.399
  gp_routability_congestion: 0.7369
  port_buffers: 19
  dp_cells: 140
final_layout:
  layoutNonFillerInstCount: 158
  fin_util_pct: 25.43
  flow.area_growth_from_synthesis_pct: 97.99
  drive_gt1_share_pct: 45.28
hold_path:
  min_path_type: "flop to async pin"
## logic make-up (layout without fill, tap and decap cells)
logic type | after synthesis | in the layout
AOI/OAI and AO/OA | 15 | 15
adders and majority gates | 1 | 1
buffers and inverters | 5 | 52
DFF | 10 | 10
muxes | 4 | 4
other | 1 | 1
and+or+nand+nor | 23 | 23
## power by group through the flow
stage	combinational, mW	sequential, mW	clock, mW
4_1_cts	0.757	0.516	0.408
5_1_grt	0.856	0.527	0.436
6_report	0.782	0.517	0.395
## final cells by class
cell class	count	area, µm²
repair buffers	47	421.7
inverters	2	7.507
well taps	52	65.06
multi-input cells	44	320.3
fillers	450	3247
clock buffers	3	41.29
flip-flops and latches	10	251.5
## final timing paths
check | to | slack [ps] | startpoint
setup / recovery | COUNTER1.COUNT[6] | -290 | COUNTER1.COUNT[0]
hold / removal | COUNTER1.COUNT[4] | 130 | COUNTER2.OUT
setup reg to reg | COUNTER1.COUNT[6] | -290 | COUNTER1.COUNT[0]
hold reg to reg | COUNTER1.COUNT[4] | 130 | COUNTER2.OUT
max in group asynchronous | COUNTER1.COUNT[6] | 600 | COUNTER2.OUT
min in group clk0 | COUNTER2.OUT | 350 | COUNTER2.RESET_BTN1
## state kept, by name, summed over array words and instances (netlist names)
| signal | cells |
|---|---|
| COUNTER2.RESET_BTN1 | 1 |
| COUNTER1.COUNT | 8 |
| COUNTER2.OUT | 1 |
## worst reg2reg max path: stages, from the launching register on
cell and delay (ps):
dfrtp_1 370, buf_6 120, ha_4 140, nand2_4 50
o211ai_1 140, or3b_1 350
## per-stage QoR
step                      instance area [µm²]  power (mW)  worst slack (ps)
final                                    1107       1.694            -293.9
after global routing                     1107       1.820            -339.0
after CTS                                1086       1.681            -283.1
after detailed placement                893.4       1.068            -496.5
after global placement                  893.4       1.054            -468.9
after floorplan                         568.0      0.7311            -233.4
## metal layers
metal / up-vias / wire (µm) / track usage (%)
met5: - / 0 / 0
met4: 0 / 11 / 0.7364
met3: 2 / 123 / 2.170
met2: 14 / 966 / 8.328
met1: 294 / 873 / 6.264
li1: 312 / - / -
## repair_timing
item	4_1_cts	5_1_grt
setup buffers	14	1
pin swaps	2	5
setup endpoints to repair	16	15
hold buffers	0	0
gates resized	37	13
## cell usage in the layout, fill, tap and decap left out
cell type | Yosys | layout
buf_4 | 1 | 16
buf_6 | 1 | 15
dfrtp_1 | 10 | 9
clkdlybuf4s50_1 | 0 | 9
a21oi_1 | 6 | 5
nand2_1 | 5 | 4
nand3_1 | 5 | 4
mux2i_1 | 4 | 4
clkbuf_2 | 0 | 4
o211ai_1 | 3 | 3
nor2_1 | 4 | 3
clkbuf_8 | 0 | 3
inv_1 | 2 | 2
nor2b_1 | 2 | 2
a31oi_1 | 2 | 2
o22ai_1 | 2 | 2
dlygate4sd2_1 | 0 | 2
dfrtp_2 | 0 | 1
conb_1 | 1 | 1
nand3_4 | 0 | 1
nand2b_4 | 1 | 1
or4_4 | 0 | 1
nand3_2 | 1 | 1
nand2_4 | 0 | 1
o21a_1 | 1 | 1
nand4_1 | 1 | 1
or4_1 | 2 | 1
nor2_2 | 0 | 1
a21oi_2 | 0 | 1
o21ai_0 | 1 | 1
nor4_1 | 1 | 1
or3b_1 | 1 | 1
ha_4 | 0 | 1
buf_2 | 1 | 1
No activity file was given, so power comes from the tool's default toggle rates.
